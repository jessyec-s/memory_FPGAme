--- design.v ---
`timescale 1ns / 1ns
module vgafsm(
					input start,
					input clock,resetn,
					input [3:0]card_displayed,
					input show_game_over_screen,
					output vga_enable,
					output [8:0]colour,
					output [7:0]x_plot,
					output [6:0]y_plot
					);
	wire enable_game_over_count,game_over_done,background_done, card_done,display_card,load_done,start_movement, plot_screen, plot_card,reset_count;
	wire [3:0] choosecolour;
	controlvga vgawow(
		.start(start), 				 
		.background_done(background_done),	 
		.card_done(card_done),
		.game_over(game_over),			 
		.card_displayed(card_displayed),  
		.load_done(load_done), 		 
		.show_game_over_screen(show_game_over_screen),		 
		.game_over_done(game_over_done),		 
		.choosecolour(choosecolour),  
		.enable_game_over_count(enable_game_over_count),	 
		.display_card(display_card),
		.clock(clock),
		.resetn(resetn),
		.start_movement(start_movement),	 
		.plot_screen(plot_screen),		 
		.plot_card(plot_card),			 
		.reset_count(reset_count),
		.vga_enable(vga_enable)			 
	);
	datapathvga vgaaww(
		.enable_game_over_count(enable_game_over_count),
		.display_card(display_card),
		.select(choosecolour),
		.clock(clock),
		.resetn(resetn),
		.start_movement(start_movement),
		.plot_screen(plot_screen),
		.plot_card(plot_card),
		.reset_count(reset_count),
		.show_game_over_screen(show_game_over_screen),
		.game_over_done(game_over_done),
		.colour(colour[8:0]),  
		.x_plot(x_plot),
		.y_plot(y_plot),
		.background_done(background_done),
		.card_done(card_done),
		.load_done(load_done)
	);
endmodule
module controlvga(
	input game_over_done,
  	input start, 				 
	input background_done,
	input clock,
	input load_done,
	input resetn,
	input card_done,
	input show_game_over_screen,
	input game_over,
	input [3:0]card_displayed,
	output reg enable_game_over_count,
	output reg [3:0]choosecolour,
	output reg display_card,
	output reg start_movement,
	output reg plot_screen,
	output reg plot_card,
	output reg reset_count,
	output reg vga_enable
    );
  reg [3:0] current_state, next_state; 
    localparam  
    		START_SCREEN 	= 3'd0,	
		WAIT_BACKGROUND = 3'd1,
  		BACKGROUND   	= 3'd2,
		CARD_LOAD	= 3'd3,
		CARD_MOVE	= 3'd4,
		WAIT_CARD	= 3'd5,
  		GAME_OVER	= 3'd6;
    always@(*)
    begin: state_table 
		case (current_state)
			START_SCREEN: next_state= start ? WAIT_BACKGROUND : START_SCREEN;
			WAIT_BACKGROUND: 
				if(show_game_over_screen)
					next_state=GAME_OVER;
				else 
				next_state=BACKGROUND;
			BACKGROUND: begin
				if(show_game_over_screen)
					next_state=GAME_OVER;
				else if (background_done)
					next_state= CARD_LOAD;
				else next_state=BACKGROUND;
			end
			CARD_LOAD: begin
				if(show_game_over_screen)
					next_state=GAME_OVER;
				else if ( load_done)
					next_state = CARD_MOVE;
				else 
					next_state=CARD_LOAD;
			end
			CARD_MOVE:begin
				if(show_game_over_screen)
					next_state=GAME_OVER;
				else if(card_done)
					next_state=WAIT_BACKGROUND;
				else next_state=CARD_MOVE;
			end
			WAIT_CARD: next_state =  show_game_over_screen ? GAME_OVER : BACKGROUND;
			GAME_OVER: next_state = game_over_done ? START_SCREEN : GAME_OVER;
			default:	next_state=START_SCREEN;
		endcase
    end
    always @(*)
    begin: enable_signals
			enable_game_over_count=1'b0;
			display_card=1'b0;
			start_movement=1'b0;
			plot_screen = 1'b0;		 
			plot_card = 1'b0;		 
			reset_count=1'b0;
			vga_enable=1'b0;		 
        case (current_state)
          START_SCREEN:begin
					enable_game_over_count=1'b0;
					choosecolour = 4'b0;
					plot_screen = 1'b1;
					vga_enable=1'b1;
			 end
			 WAIT_BACKGROUND: begin
				reset_count=1'b1;
				vga_enable=1'b0;
			 end
			 BACKGROUND: begin
				reset_count=1'b0;
				plot_screen = 1'b1;
				choosecolour = 4'b1000;
				vga_enable=1'b1;
			end
          CARD_LOAD:begin
				 display_card=1'b1;
				 plot_screen = 1'b0;
				 plot_card = 1'b1;
				 choosecolour= {1'b0,card_displayed}; 
				 vga_enable=1'b1;
          end
			 CARD_MOVE: begin
				 display_card=1'b0;
				 start_movement=1'b1;
				 plot_card = 1'b0;
				 vga_enable=1'b0;
			 end
			 WAIT_CARD:begin
			  start_movement=1'b0;
			  plot_screen = 1'b0;
			  plot_card = 1'b0;
			  reset_count=1'b1;
			  vga_enable=1'b0;
          end
			 GAME_OVER:begin
				enable_game_over_count=1'b1;
				vga_enable=1'b1;
				reset_count=1'b0;
				choosecolour=4'b1001;
				plot_screen = 1'b1;
				plot_card = 1'b0;
			 end
        endcase
    end  
    always@(posedge clock)
    begin: state_FFs
			if(!resetn)
            current_state <= START_SCREEN;
        else
            current_state <= next_state;
    end 
endmodule
module datapathvga (
		input display_card,
		input clock,
		input enable_game_over_count,
		input [3:0]select,
		input resetn,
		input reset_count,
		input start_movement,
		input plot_screen,
		input plot_card,
		input show_game_over_screen,
		output reg game_over_done,
		output reg [7:0] x_plot,
		output reg [6:0]y_plot, 
		output reg background_done,
		output reg card_done,
		output reg [8:0]colour,
		output reg load_done
) ;
		reg [27:0]g_o_timer;
		reg [7:0] x;
		reg [6:0] y;
		wire [7:0] x_screen;
		wire [6:0] y_screen;
		wire [7:0] x_card;
		wire [6:0] y_card;
		reg [7:0] count1x = 7'b0; 
		reg [6:0] count1y = 6'b0;
		reg [7:0] count2x = 8'b0; 
		reg [6:0] count2y = 7'b0; 	
		wire [14:0]address_screen;
		wire [9:0]address_card;
		assign x_screen = count1x;
		assign y_screen = count1y;
		assign address_screen= count1y*15'd160+count1x;
		assign address_card= count2y*5'd20+count2x;
		assign x_card = x + count2x;
		assign y_card = y + count2y;
		wire [19:0] movement_max;
		assign movement_max = 'd10000500;
		wire [8:0]startscreencolour,card1colour, card2colour, card3colour, card4colour, card5colour, card6colour, card7colour, backgroundcolour, gameovercolour;
		reg [19:0] movement_count;
		start_screen displayA(
			.address(address_screen),
			.clock(clock),
			.data(2'b0),
			.wren(1'b0),
			.q(startscreencolour));
		game_over displayB(
				.address(address_screen),
				.clock(clock),
				.data(0),
				.wren(0),
				.q(gameovercolour));
		card_1 displayC(
				.address(address_card),
				.clock(clock),
				.data(0),
				.wren(0),
				.q(card1colour));
		card_2 displayD(
				.address(address_card),
				.clock(clock),
				.data(0),
				.wren(0),
				.q(card2colour));
		card_3 displayE(
				.address(address_card),
				.clock(clock),
				.data(0),
				.wren(0),
				.q(card3colour));
		card_4 displayF(
				.address(address_card),
				.clock(clock),
				.data(0),
				.wren(0),
				.q(card4colour));
		card_5 displayG(
				.address(address_card),
				.clock(clock),
				.data(0),
				.wren(0),
				.q(card5colour));
		card_6 displayH(
				.address(address_card),
				.clock(clock),
				.data(0),
				.wren(0),
				.q(card6colour));
		card_7 displayI(
				.address(address_card),
				.clock(clock),
				.data(0),
				.wren(0),
				.q(card7colour));
		game_background displayJ(
				.address(address_screen),
				.clock(clock),
				.data(0),
				.wren(0),
				.q(backgroundcolour));
		always @(*)
			case (select)
				4'b0000: colour = startscreencolour;
				4'b0001: colour = card1colour;
				4'b0010: colour = card2colour;
				4'b0011: colour = card3colour;
				4'b0100: colour = card4colour;
				4'b0101: colour = card5colour;
				4'b0110: colour = card6colour;
				4'b0111: colour = card7colour;
				4'b1000: colour = backgroundcolour;
				4'b1001: colour = gameovercolour;
				default : colour = startscreencolour;
			endcase
		always@ (posedge clock)
			begin
				if(enable_game_over_count)begin
					if(g_o_timer==0)begin
						g_o_timer<='d249999999;
						game_over_done<=1'b1;
					end
					else begin
						g_o_timer<=g_o_timer-1;
						game_over_done<=1'b0;
					end
				end
				else begin
					g_o_timer<='d249999999;
					game_over_done<=1'b0;
				end
			end
			always@ (posedge clock)
				begin
				if(!resetn|reset_count) begin
					count1x<=0; 
					count1y <=0;
				 end
				if(plot_screen) begin
					if(count1x == 'd159)begin
					count1x <= 0;
					count1y <= count1y + 1;
					background_done <= 1'b0;
					end
					else if(count1y == 'd119)begin
						count1y<= 0;
						count1x<=0;
						background_done <= 1'b1;
					end
				else begin
					count1x <=  count1x + 1;
					background_done <= 1'b0;
					end
				end
				end
		always@ (posedge clock)
				begin
					if (!resetn) begin
					count2x<=0; 
					count2y <=0;
					load_done=1'b0;
				 end
				if(plot_card) begin
					if(count2y == 'd39 && count2x == 'd19)begin
						count2y <= 0;
						count2x<=0;
						load_done=1'b1;
					end	
					else if (count2x == 'd19)begin
						count2x <= 0;
						count2y <= count2y + 1;
						load_done=1'b0;
					end					
					else begin
						count2x <=  count2x + 1;
						load_done=1'b0;
					end
				end
			end
		always@ (*)
			if (display_card)begin
				x_plot<=x_card;
				y_plot<=y_card;
			end
			else begin
				x_plot<=x_screen;
				y_plot<=y_screen;
			end
		always@ (posedge clock)
		begin
				if(!resetn) begin
					x <= 0;
					y <= 'd40;
					movement_count<=movement_max;
					card_done<=1'b0;
				end	
			if (start_movement)begin
				 if(x=='d159)begin
					x<=0;
					y<='d40;
					card_done<=1'b0;
				 end
				 if (movement_count=='d0)begin
						movement_count<=movement_max; 
						card_done<=1'b1; 
						x<=x+1;
					end
				else begin
					movement_count <= movement_count-1;  
					card_done<=1'b0;  
			  end
			end
		end
	endmodule
--- constraint.sdc ---
current_design controlvga

set clk_period 1.7
set clk_io_pct 0.2

create_clock -name clk0 -period $clk_period [get_ports {clock}]

set non_clock_inputs [all_inputs -no_clocks]
set_input_delay [expr $clk_period * $clk_io_pct] -clock clk0 $non_clock_inputs
set_output_delay [expr $clk_period * $clk_io_pct] -clock clk0 [all_outputs]
--- run.sh ---
#!/bin/bash
# OpenROAD 26Q1-2900-gdf79404cd8, Yosys 0.63+post, stock flow scripts
make -C /OpenROAD-flow-scripts/flow DESIGN_CONFIG=/design/flow/config.mk WORK_HOME=/design/flow/orfs finish
--- config.mk ---
export PLATFORM = sky130hd
export DESIGN_NAME = controlvga
export DESIGN_NICKNAME = controlvga
export VERILOG_FILES = /design/flow/design.v
export SDC_FILE = /design/flow/constraint.sdc
export NUM_CORES = 4
export LEC_CHECK = 1
export CORE_AREA = 10 10 70 70
export DIE_AREA = 0 0 80 80
==> flow_metrics.py <==
# Generated from Yosys and OpenROAD reports
metrics = {
    "synthesis": {
        "syn-mean-instance-area_um2": 9.09,
        "synth_cells": 38,
        "common_cells": "dfxtp_1, nand2_1, nand2b_1",
        "top_cells_by_area": "dfxtp_1, dlxtn_1, nand2b_1",
        "synth_top_flop_cell": "dfxtp_1",
        "synth_flops": 10,
        "yosysWarnings": 1,
        "yosysTopAreaCellShare_pct": 34.8,
        "ys_cells": 38,
        "synth-edff-count": 0,
        "async_reset_ff_share_pct": 0,
        "yosysUniqueCellTypes": 18,
        "top_area_cell": "dfxtp_1",
        "synth_area_um2": 345,
        "synth_chip_area_um2": 345,
    },
    "final_timing": {
        "period_needed_ps": 1630,
        "slew_viol_final": 0,
        "clock.fmax_ghz": 0.613,
        "setup_viol": 0,
        "skew_ps": 6.07,
        "worst_pin_slew_ps": 212,
        "period_used_pct": 95.9,
        "unclocked_pins": 4,
        "untimed_endpoints": 8,
        "rsz0062_at_grt": "false",
        "slew_headroom_pct": 85.8,
        "finalHoldViolations": 0,
        "totalNegativeSetupSlack_ps": 0,
    },
    "job": {
        "cap_violations": 0,
        "openroad.warnings": 26,
    },
    "clock_network": {
        "clkTransAtPathRegs_ps": 50,
        "cts_tree": "yes",
        "clock_path_buffers": 2,
        "clk_latency_ps": 250,
        "cts_hold_buf": 0,
        "cts-root-buf": "clkbuf_4",
        "cts-htree-levels": 1,
        "cts_buffers": 3,
    },
    "global_routing": {
        "overflow": 0,
        "grt_use_total_pct": 3.42,
        "grt_pass1_vias": 352,
        "grt_pass1_wl_um": 1730,
        "grt_max_degree": 12,
        "antenna_found_initial": 0,
    },
    "worst_setup_path": {
        "slowest_delay_ps": 390,
        "required_ps": 1360,
        "critPathKind": "reg -> out",
        "crit_slowest_cell": "or3_4",
        "cp.arrival_ps": 1290,
        "critPathLaunchType": "flip-flop",
        "crit_path_end_kind": "output port",
        "worstPathCellList": "or3_4 -> buf_6 -> dlygate4sd2_1",
        "crit_fanout": 2,
    },
    "routing": {
        "ant_nets": 0,
        "drtIter0Drc": 3,
        "diodes": 0,
        "drc_errors": 0,
        "avgViaCountPerCell": 3.06,
        "finalWirelength_um": 1070,
        "wl_per_cell_um": 9.66,
        "dr.pass1.iters": 2,
        "routed-via-count": 340,
    },
    "die": {
        "fp_util_pct": 10.1,
        "dieHeight_um": 80,
        "io_pins": 24,
        "dieArea_mm2": 0.00640,
        "die_w_um": 80,
        "core_mm2": 0.00342,
        "num_rows": 21,
    },
    "place": {
        "dpl.hpwl_um": 873,
        "place_congestion": 0.744,
        "io_buffers": 22,
        "place_inst": 107,
    },
    "power": {
        "power.density_mw_per_mm2": 541,
        "peakVddDrop_mv": 0.342,
        "p_leak_nw": 0.253,
    },
    "outcome": {
        "status": "completed",
    },
    "finish": {
        "syn2layout_area_growth_pct": 91.7,
        "drive_gt1_share_pct": 20.0,
        "stdcell_count": 111,
        "fill_cells": 391,
    },
    "hold_path": {
        "hold_path_class": "reg -> reg",
    },
}
[cell type report]
type / instances / area, um2 / area share (%)
clock buffer: 3 / 22.5 / 3.40
inverter: 1 / 3.75 / 0.567
multi-input combinational: 26 / 154 / 23.3
sequential: 10 / 184 / 27.8
tap: 46 / 57.6 / 8.70
timing repair buffer: 25 / 240 / 36.3
[final timing paths]
| kind | startpoint | to | slack, ps | depth (start not counted) |
|---|---|---|---|---|
| worst min register to register | current_state[4] | current_state[2] | 470 | 2 |
| worst max-delay path | current_state[3] | plot_screen | 70 | 3 |
| worst min-delay path | current_state[4] | current_state[2] | 470 | 2 |
| worst max register to register | current_state[2] | current_state[3] | 770 | 3 |
[cell families (layout without fill, tap and decap cells)]
logic type | count (synthesis) | in the layout | share of synthesized area, %
compound gates | 7 | 7 | 13.8
buf+inv | 2 | 29 | 3.26
flops | 6 | 6 | 34.8
latches | 4 | 4 | 17.4
simple gates | 19 | 19 | 30.8
[state kept, by name (all words and copies together), names as in the netlist]
name / flops
choosecolour: 4
current_state: 6
[per-layer routing]
metal	track usage [%]	part of all wire [%]
met5	0	0
met4	0.176	0
met2	4.33	33
met1	4.71	52
met3	2.50	15
[layout by cell type (no fill, tap or decap)]
master,n
nand3_1,1
buf_4,2
a21o_2,1
a21oi_1,3
a211o_2,1
clkbuf_2,1
nand2b_1,5
nand2_1,6
buf_6,1
o22ai_1,1
nand3b_1,1
dlygate4sd2_1,1
inv_1,1
dlxtn_1,4
or2_1,1
dfxtp_2,3
clkdlybuf4s50_1,20
nor2_1,1
or3_4,1
clkbuf_4,3
nor4_1,1
a21boi_0,1
dfxtp_1,3
and2_1,2
[stage by stage]
step	setup WS [ps]	power [mW]	hold WS [ps]	util, %	area (um2)
final	69.2	0.358	469	19.4	662
after global routing	5.50	0.384	523	19.4	662
after CTS	8.31	0.365	475	19.5	664
after detailed placement	58.6	0.226	464	18.5	631
after global placement	62.2	0.227	464	18.5	631
after floorplan	489	0.177	412	-	345
[worst max-delay path, delay by kind of cell (launching register included)]
kind,cells,cell delay (ps)
flops,1,310
buf+inv,2,350
simple gates,1,390
[power breakdown]
| part | internal, mW | total, mW | switching (mW) |
|---|---|---|---|
| logic | 0.0486 | 0.0674 | 0.0189 |
| registers | 0.154 | 0.158 | 0.00398 |
| clock network | 0.0800 | 0.133 | 0.0531 |
| total | 0.282 | 0.358 | 0.0760 |
[what timing repair did]
action / in CTS / in global routing
endpoints found under the setup margin: 2 / 3
buffers inserted: 1 / 0
pin swaps: 2 / 2
gates resized: 5 / 3
Power is estimated from default activity; no workload was simulated.
